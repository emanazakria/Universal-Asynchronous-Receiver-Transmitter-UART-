$ cat /design/flow/design.v
module parity_calc # ( parameter WIDTH = 8 )
(
 input   wire                  CLK          ,
 input   wire                  RST          ,
 input   wire                  parity_enable,
 input   wire                  PAR_TYP      ,
 input   wire   [WIDTH-1:0]    P_DATA       ,
 input   wire                  Data_Valid   ,
 output  reg                   parity_bit 
);
reg  [WIDTH-1:0]    DATA ;
always @ (posedge CLK or negedge RST)
 begin
  if(!RST)
   begin
    parity_bit <= 'b0 ;
   end
  else
   begin
    if (parity_enable)
	 begin
	  case(PAR_TYP)
	  1'b0 : begin                 
	          parity_bit <= ^DATA  ;      
	         end
	  1'b1 : begin
	          parity_bit <= ~^DATA ;      
	         end		
	  endcase       	 
	 end
   end
 end 
always @ (posedge CLK or negedge RST)
 begin
  if(!RST)
   begin
    DATA <= 'b0     ;
   end
  else if(Data_Valid)
   begin
    DATA <= P_DATA  ;
   end 
 end
endmodule
$ cat /design/flow/run.sh
#!/bin/bash
# OpenROAD 26Q1-2900-gdf79404cd8, Yosys 0.63+post, stock flow scripts
make -C /OpenROAD-flow-scripts/flow DESIGN_CONFIG=/design/flow/config.mk WORK_HOME=/design/flow/orfs finish
$ cat /design/flow/config.mk
export PLATFORM = sky130hd
export DESIGN_NAME = parity_calc
export DESIGN_NICKNAME = parity_calc
export VERILOG_FILES = /design/flow/design.v
export SDC_FILE = /design/flow/constraint.sdc
export NUM_CORES = 4
export LEC_CHECK = 1
export CORE_AREA = 10 10 70 70
export DIE_AREA = 0 0 80 80
$ cat /design/flow/constraint.sdc
current_design parity_calc

set clk_period 1.9
set clk_io_pct 0.2

create_clock -name clk0 -period $clk_period [get_ports {CLK}]

set non_clock_inputs [all_inputs -no_clocks]
set_input_delay [expr $clk_period * $clk_io_pct] -clock clk0 $non_clock_inputs
set_output_delay [expr $clk_period * $clk_io_pct] -clock clk0 [all_outputs]
==> impl_metrics.env <==
# yosys + openroad results
export IMPL_crit_family="XOR/XNOR gates"
export IMPL_postRouteAntennaNets=0
export IMPL_seq_area_um2=225.2
export IMPL_grt_remaining_overflow=0
export IMPL_synth_top_area_share_pct=52.63
export IMPL_r2r_start="DATA[4]"
export IMPL_coreArea_mm2=0.003416
export IMPL_fillers=378
export IMPL_critPathLaunchType="flip-flop"
export IMPL_comb_area_um2=198.9
export IMPL_clock_sinks=9
export IMPL_edf_count=0
export IMPL_ys_cells=26
export IMPL_largest_area_cell="dfrtp_1"
export IMPL_power_switching_w=0.0001246
export IMPL_drc_errors=0
export IMPL_pwr_share_comb_pct=30.6
export IMPL_io_buffer_count=13
export IMPL_cts_root_buffer="clkbuf_4"
export IMPL_synth_cells=26
export IMPL_drv_cap=0
export IMPL_grtUsageTotal_pct=2.710
export IMPL_cp_max_fo=2
export IMPL_num_rows=21
export IMPL_grt_pass1_vias=320
export IMPL_netlist_top_cells_count="dfrtp_1, mux2_2, xnor2_1, mux2_1"
export IMPL_dr_pass1_iters=2
export IMPL_holdWs_ns=0.4130
export IMPL_cpPeakStageDelay_ns=0.42
export IMPL_die_area_mm2=0.006400
export IMPL_hpwl_um=695.9
export IMPL_cts_resized=0
export IMPL_cts_tree="built"
export IMPL_timing_slew_headroom_pct=73.47
export IMPL_status="finished clean"
export IMPL_setup_viol=0
export IMPL_yosysMostFrequentCell="dfrtp_1"
export IMPL_max_freq_mhz=676.7
export IMPL_htree_levels=1
export IMPL_wl_per_cell_um=9.227
export IMPL_r2r_slack_ns=0.42
export IMPL_p_leak_nw=0.2482
export IMPL_sw_frac_of_total_pct=22.62
export IMPL_ys_warnings_count=1
export IMPL_crit_buf_inv=0
export IMPL_post_cts_buffers=0
export IMPL_rsz0062_at_grt="no"
export IMPL_vias=259
export IMPL_area_leaders="dfrtp_1, mux2_2, xnor2_1, xnor2_4, mux2_1"
export IMPL_clock_latency_ns=0.25
export IMPL_drv_slew=0
export IMPL_dp_cells=84
export IMPL_vias_per_cell=2.943
export IMPL_clk_path_buf_depth=2
export IMPL_clkPwrFrac_pct=25.9
export IMPL_drt_iter0_drc=2
export IMPL_criticalPathCategory="reg -> reg"
export IMPL_tightest_slew_ns=0.3966
export IMPL_ys_area_um2=427.9
export IMPL_totalWireLength_um=812
export IMPL_period_minus_slack_ns=1.478
export IMPL_path_common_cell="xnor2_1"
export IMPL_antenna_found_initial=0
export IMPL_io_pins=14
export IMPL_clk_pin_slew_worst_paths_ns=0.06
export IMPL_reg2reg_depth=4
export IMPL_netlist_area_um2=427.9
export IMPL_cts_buffers=3
export IMPL_ctsHoldBuffers=0
export IMPL_crit_path_cell_trace="xnor2_1 > xnor3_1 > xnor2_1 > mux2_4"
export IMPL_crit_required_ns=2.04
export IMPL_synthArstFlopShare_pct=100.0
export IMPL_intPower_w=0.0004263
export IMPL_fp_dieW_um=80
export IMPL_reg2reg_to="parity_bit"
export IMPL_gp_congestion=0.6484
export IMPL_worstPathArrival_ns=1.62
export IMPL_ys_flop_type="dfrtp_1"
export IMPL_ys_ff=9
export IMPL_crit_path_top_delay_cell="xnor3_1"
export IMPL_end_kind="flip-flop"
export IMPL_syn_area_per_cell_um2=16.46
export IMPL_area_delta_synth_final_pct=49.12
export IMPL_hold_viol=0
export IMPL_finalClockSkew_ns=0.003551
export IMPL_postSynthSeqShare_pct=52.63
export IMPL_powerDensity_mw_per_mm2=863.3
export IMPL_n_antenna_cell=0
export IMPL_synth_distinct_cells=9
export IMPL_p_seq_share_pct=43.4
export IMPL_grt_max_degree=10
export IMPL_fp_util_pct=12.53
export IMPL_finalNonFillerCells=88
export IMPL_ir_worst_vdd_uv=183.3
export IMPL_dieHeight_um=80
export IMPL_setup_tns_ns=0
export IMPL_final_layout_size_suffix_gt1_share_pct=26.19
export IMPL_hp_class="in -> async"
export IMPL_grt_pass1_wl_mm=1.338
export IMPL_period_used_pct=77.77
export IMPL_warnings=25
metrics by stage:
stage / total power (W) / util (%) / setup WS, ns / instance area, um2
finish: 0.0005509 / 18.68 / 0.4223 / 638.1
global route: 0.0005835 / 18.68 / 0.3357 / 638.1
CTS: 0.0005633 / 18.68 / 0.4001 / 638.1
detailed placement: 0.0004155 / 17.91 / 0.1385 / 611.8
global placement: 0.0004124 / 17.91 / 0.1429 / 611.8
floorplan: 0.0003501 / - / 0.4911 / 427.9
layout by cell type (no fill, tap or decap):
cell type / n
xor2_1: 1
mux2_2: 6
clkbuf_4: 3
mux2_4: 1
mux2_1: 2
clkdlybuf4s50_1: 13
clkbuf_1: 1
xnor3_1: 1
xnor2_4: 1
xnor2_1: 4
dfrtp_1: 9
cell families after synthesis:
logic type / count (synthesis) / synth area share, %
multiplexers: 9 / 24.56
flip-flops: 9 / 52.63
XOR/XNOR: 7 / 21.93
buffers and inverters: 1 / 0.8764
worst max-delay path by stage:
stage,to,depth (start not counted),slack (ns),from
4_1_cts,parity_bit,4,0.40,DATA[4]
5_1_grt,parity_bit,4,0.34,DATA[4]
6_report,parity_bit,4,0.42,DATA[4]
metal layers:
layer	GRT usage, %	wire length, um	vias up
li1	-	-	120
met1	2.931	355	131
met2	4.254	383	6
met3	1.705	59	2
met4	0.8803	13	0
met5	0	0	-
flip-flops by register name, summed over array words and instances (netlist names):
signal / cells
DATA: 8
parity_bit: 1
final cells by class:
| class | count | share of cell area, % |
|---|---|---|
| clock buffers | 4 | 4.118 |
| multi-input cells | 16 | 31.18 |
| flip-flops and latches | 9 | 35.29 |
| well taps | 46 | 9.020 |
| repair buffers | 13 | 20.39 |
power by group through the flow:
| stage | logic, W | clock network [W] | registers, W |
|---|---|---|---|
| CTS | 0.000173 | 0.000151 | 0.000239 |
| global route | 0.000182 | 0.000159 | 0.000242 |
| finish | 0.000169 | 0.000143 | 0.000239 |
Power figures rest on the tool's default switching activity, not on a simulated workload.
