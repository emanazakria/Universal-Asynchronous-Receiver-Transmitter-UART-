File: flow/design.v
module edge_bit_counter  # 	( parameter BusWidth 	= 8 ) 
	(
			input 	wire 		CLK 		,
			input 	wire 		RST 		,
			input 	wire 		CNT_EN 		,
			input 	wire 		PRESCALE 	,
			output 	reg	[4:0]	BIT_CNT 	,
			output 	reg 	[4:0]	EDGE_CNT 	
	);
wire                           edge_count_done ;					
assign edge_count_done = (EDGE_CNT == 'b111) ? 1'b1 : 1'b0 ; 
always @ (posedge CLK or negedge RST)
 begin
 	if(!RST)
		begin
			EDGE_CNT 	<= 'b0								;
		end
	else if (CNT_EN)
		begin
			if ( (EDGE_CNT == PRESCALE) && (!edge_count_done) )  
				EDGE_CNT 		<= EDGE_CNT_REG + 1 				;
			else
				EDGE_CNT 		<= 'b0 						;
		end
	else 
		EDGE_CNT 	<= 'b0 									;	
 end
always @ (posedge CLK or negedge RST)
 begin
	if(!RST)
		begin
			BIT_CNT 	<= 'b0								;
		end
	else if (CNT_EN)
		begin
			if ((EDGE_CNT == PRESCALE - 1) && (!edge_count_done))  
				BIT_CNT 		<= BIT_CNT + 'b1 			;
			else
				BIT_CNT 		<= 'b0 						;
		end
	else 
		BIT_CNT 	<= 'b0 									;
 end
endmodule
File: flow/constraint.sdc
current_design edge_bit_counter

set clk_period 1.1
set clk_io_pct 0.2

create_clock -name clk0 -period $clk_period [get_ports {CLK}]

set non_clock_inputs [all_inputs -no_clocks]
set_input_delay [expr $clk_period * $clk_io_pct] -clock clk0 $non_clock_inputs
set_output_delay [expr $clk_period * $clk_io_pct] -clock clk0 [all_outputs]
File: flow/run.sh
#!/bin/bash
# OpenROAD 26Q1-2900-gdf79404cd8, Yosys 0.63+post, stock flow scripts
make -C /OpenROAD-flow-scripts/flow DESIGN_CONFIG=/design/flow/config.mk WORK_HOME=/design/flow/orfs finish
File: flow/config.mk
export PLATFORM = sky130hd
export DESIGN_NAME = edge_bit_counter
export DESIGN_NICKNAME = edge_bit_counter
export VERILOG_FILES = /design/flow/design.v
export SDC_FILE = /design/flow/constraint.sdc
export NUM_CORES = 4
export LEC_CHECK = 1
export CORE_AREA = 10 10 70 70
export DIE_AREA = 0 0 80 80
==> results.txt <==
Implementation numbers.

- After detailed routing, the average wire length per cell comes to approximately 8.7 um.
- The maximum number of pins on one net before global-route repair is 8.
- Setup repair after global routing left no endpoint under its margin.
- The chip footprint is between 0.006 and 0.007 mm^2.
- The time the final worst path needs with I/O delays and setup is around 1000 ps.
- The final max-slew violation count recorded for this run is 0.
- The launching point of the worst reg2reg path is BIT_CNT[0].
- The instance area at placement is approximately 450 um^2.
- The hold buffer count at cts is 0.
- The maximum root-to-sink buffer count is 2.
- The summed standard-cell area reported by yosys is between 300 and 400 um^2.
- The floorplan core area is 0.00342 mm^2.
- The clock sink count is 6.
- The number of vias in the routed layout is 255.
- STA reports a reg2reg setup slack of between 50 and 60 ps.
- The post-synthesis register bit count is 6.
- The starting utilization of the core area is under 10%.
- The number of buffers added on ports is 9.
- In the per-layer summary, the met1 wirelength comes to 403 um.
- Clock tree synthesis selected as its root buffer the cell sky130_fd_sc_hd__clkbuf_4.
- TritonCTS built the clock tree.
- The synthesized netlist contains 13 unique library cells.
- For reference, the final report shows the hold violation count at 0.
- Measured on the finished design, the core utilization comes to between 10% and 20%.
- The fraction of final layout cells with drive strength greater than 1 is 31.1%.
- Summing every instance area after synthesis gives a little over 300 um^2.
- The final report lists the setup-violating endpoint count as 0.
- The final antenna diode tally reported by the flow is 0.
- Per the skew report, the later register of the worst-skew pair sees a clock latency of around 250 ps.
- Per the run summary, max-cap violations total 0.
- In this run the critical register-to-register path is captured at BIT_CNT[1].
- Dividing the detail-routed via count by the number of cells gives about 2.8.
- The highest metal layer used by the detailed router is met3.
- The post-route standard cell area excluding fillers is about 520 um^2.
- The final total power is 0.501 mW.
- The type of element capturing the critical path is a flip-flop.
- The worst path required time is roughly 1200 ps.
- The report lists the power per cell area as around 970 mW/mm^2.
- The cell count of the worst reg-to-reg path is 3.
- The first global-routing pass estimated around 1200 um of wire.
- The clock tree skew after final layout is just over 4 ps.
- The setup path with the least slack is of type flip-flop to flip-flop.
- Ranking logic cells in the layout by count gives the top entries sky130_fd_sc_hd__dfrtp_1, sky130_fd_sc_hd__clkdlybuf4s15_1, sky130_fd_sc_hd__buf_4, sky130_fd_sc_hd__conb_1.
- The cell count after synthesis came out at 28.
- Per the detailed-route log, wirelength across all metal layers totals between 700 and 800 um.
- The maximum fanout along the worst path is 3.
- In this run the core area contains 21 standard-cell rows.
- The leakage component of the power was reported as roughly 0.24 nW.
- Detailed-route iteration 0 reported a violation count of 5.
- After synthesis, the mean cell area works out to 10.8 um^2.
- The detail route stage leaves a number of antenna-violating nets equal to 0.
- For this run, the total global-route usage over all layers was measured as ~2.5%.
- The remaining global-route overflow is 0.
- The class of the worst hold path is input port to asynchronous set/reset pin.
- The post-synthesis cell count from yosys is 28.
- The highest ir drop seen on vdd is approximately 540 uV.
- Sorting the Yosys area breakdown by cell type puts at the top sky130_fd_sc_hd__dfrtp_1.
- The total number of H-tree levels is 1.
- The Yosys step of the flow raised 3 warnings.
- Measured along the y axis, the die boundary spans roughly 80 um.
- The total number of warnings across the stage logs is 25.
- The proportion of synthesized chip area in sequential cells is about half.
- The met2 routed wirelength is between 200 and 250 um.
- The worst path uses between 90% and 100% of the clock period.
- The number of antenna violations at the first check in global routing is 0.
- The post-CTS clock slew at the launch and capture registers of the worst setup and hold paths is 50 ps.
- According to the report, the first pass of detailed routing completed in 2 iterations.
- Yosys attributes the largest share of cell area to sky130_fd_sc_hd__dfrtp_1, sky130_fd_sc_hd__buf_4, sky130_fd_sc_hd__ha_1, sky130_fd_sc_hd__mux2i_1, sky130_fd_sc_hd__nand3_1.
- From synthesis to final layout, the design area changed by 71.5%.
- The routability congestion estimate from global placement is 0.678.
- The die is 80 um wide.
- The run finished with clean final reports.
- The category of the worst setup path launch point is a flip-flop.
- The I/O pin count is 14.
- After detailed routing, the met3 layer carries about 140 um of wire.
- The residual DRC count is 0.
- The half-perimeter wire length of the detailed placement result is 597 um.
- The via count of the first global-routing pass is approximately 270.
- The share of Yosys cell area claimed by the top area cell type is 49.6%.
- The number of buffers added by the clock tree synthesis step is 3.
- On the critical path the data arrives at roughly 1200 ps.
- Static timing analysis puts the maximum clock frequency at 954 MHz.
==> flip-flops by register name (all words and copies together) (netlist names) <==
register,cells
BIT_CNT,5
EDGE_CNT,1
==> worst max-delay path by stage <==
stage,from,endpoint,slack (ps),depth (start not counted)
final,BIT_CNT[0],BIT_CNT[1],50,3
after CTS,BIT_CNT[0],BIT_CNT[4],3,4
after global routing,BIT_CNT[1],BIT_CNT[4],7,4
==> critical path, cell delays in order (launching register included) <==
cell and delay, ps:
sky130_fd_sc_hd__dfrtp_1 370, sky130_fd_sc_hd__buf_4 150, sky130_fd_sc_hd__ha_4 220, sky130_fd_sc_hd__and3_2 190
==> where the power goes <==
part           switching [mW]  total (mW)  internal [mW]
combinational          0.0274      0.0624         0.0350
sequential            0.00341       0.232          0.229
clock                  0.0830       0.207          0.124
==> synthesized netlist by cell type <==
cell / n
sky130_fd_sc_hd__dfrtp_1: 6
sky130_fd_sc_hd__buf_4: 4
sky130_fd_sc_hd__nand3_1: 4
sky130_fd_sc_hd__ha_1: 2
sky130_fd_sc_hd__mux2i_1: 2
sky130_fd_sc_hd__nand3b_1: 2
sky130_fd_sc_hd__nor2_1: 2
sky130_fd_sc_hd__and2_2: 1
sky130_fd_sc_hd__and3_2: 1
sky130_fd_sc_hd__conb_1: 1
sky130_fd_sc_hd__inv_1: 1
sky130_fd_sc_hd__nand2_1: 1
sky130_fd_sc_hd__xnor2_1: 1
==> timing repair <==
| item | 4_1_cts | 5_1_grt |
|---|---|---|
| setup endpoints to repair | 6 | 8 |
| resized | 8 | 8 |
| setup buffers | 4 | 0 |
==> area by class of cell <==
cell class              count  area [um^2]
flip-flops and latches      6          150
clock buffers               3         22.5
multi-input cells          20          150
inverters                   1         3.75
repair buffers             15          135
well taps                  46         57.6
fillers                   393         2900
==> logic make-up (layout without fill, tap and decap cells) <==
kind of cell,count (synthesis),in the layout,share of synthesized area (%)
and+or+nand+nor,11,11,20.2
adders and majority gates,2,2,8.26
DFF,6,6,49.6
other,1,4,1.24
muxes,2,2,6.61
buffers and inverters,5,19,11.2
xor gates and xnor gates,1,1,2.89
==> through the flow <==
step	hold WS, ps	setup TNS (ps)	std cells	setup slack [ps]
after floorplan	-75.6	0	31	142
after global placement	480	-600	84	-129
after detailed placement	484	-769	84	-157
after CTS	223	0	91	2.64
after global routing	219	0	91	6.98
final	213	0	91	52.1
==> metal layers <==
metal  up-vias  global-route usage, %
met1       121                   3.43
met5         -                      0
met4         0                  0.176
li1        120                      -
met3         0                   2.95
met2        14                   2.49
No activity file was given, so power comes from the tool's default toggle rates.
