`/design/flow/run.sh`:
```
#!/bin/bash
# OpenROAD 26Q1-2900-gdf79404cd8, Yosys 0.63+post, stock flow scripts
make -C /OpenROAD-flow-scripts/flow DESIGN_CONFIG=/design/flow/config.mk WORK_HOME=/design/flow/orfs finish
```
`/design/flow/config.mk`:
```
export PLATFORM = sky130hd
export DESIGN_NAME = RX_FSM
export DESIGN_NICKNAME = RX_FSM
export VERILOG_FILES = /design/flow/design.v
export SDC_FILE = /design/flow/constraint.sdc
export NUM_CORES = 4
export LEC_CHECK = 1
export CORE_AREA = 10 10 70 70
export DIE_AREA = 0 0 80 80
```
`/design/flow/constraint.sdc`:
```
current_design RX_FSM

set clk_period 1.9
set clk_io_pct 0.2

create_clock -name clk0 -period $clk_period [get_ports {CLK}]

set non_clock_inputs [all_inputs -no_clocks]
set_input_delay [expr $clk_period * $clk_io_pct] -clock clk0 $non_clock_inputs
set_output_delay [expr $clk_period * $clk_io_pct] -clock clk0 [all_outputs]
```
`/design/flow/design.v`:
```
module RX_FSM  # 	( parameter BusWidth 	= 8 ) 
	(
		input   wire                 	CLK		,
		input   wire                  	RST		,
		input   wire                  	PAR_EN		,	 
		input   wire                  	RX_IN		, 
		input   wire                  	PAR_ERR		, 
		input  	wire       	        STRT_GLITCH	,
		input 	wire 	   	     	STP_ERR		, 
		input 	wire 			EDGE_CNT	, 
		input 	wire 			BIT_CNT		,
		output 	reg			CNT_EN 		,
		output 	reg			PAR_CHK_EN 	,
		output 	reg			STRT_CHK_EN 	,
		output 	reg			STP_CHK_EN 	,
		output 	reg			DESER_EN 	,
		output 	reg			DAT_SAMP_EN 	,
		output 	reg			DATA_VALID 
	);
parameter   [2:0]      	IDLE   		= 3'b000		,
			start 		= 3'b001		,
                       	data  		= 3'b011		,
			parity   	= 3'b010		,
		  	stop 		= 3'b110		,
		   	error_check 	= 3'b111 		;
reg         [2:0]      current_state , next_state 		;
initial begin
current_state   = IDLE			;
end
always @ (posedge CLK or negedge RST)
 begin
  if(!RST)
    current_state <= IDLE 		;
  else
    current_state <= next_state 	;
 end
always @ (*)
 begin
  case(current_state)
  IDLE   		:	begin
						if(RX_IN != 1'b1)
							begin
								STRT_CHK_EN 	<= 1'b1 ;
								CNT_EN 		<= 1'b1 ;
								DAT_SAMP_EN 	<= 1'b1 ;
								next_state 	<= data ;
							end
						else
							begin
								CNT_EN 		<= 1'b0 	;
								PAR_CHK_EN 	<= 1'b0 	;
								STRT_CHK_EN 	<= 1'b0 	;
								STP_CHK_EN 	<= 1'b0 	;
								DESER_EN 	<= 1'b0 	;
								DAT_SAMP_EN 	<= 1'b0 	;
								DATA_VALID 	<= 1'b0 	;
								next_state 	<= IDLE 	;
							end
					end
  data   		: 	begin
						if (STRT_GLITCH == 1'b1)
							begin
								next_state <= 	IDLE 				;
							end	
						else
							begin
								if(BIT_CNT == BusWidth)  
									if(PAR_EN)
										next_state 	<= 	parity 	;
									else 
										next_state 	<= 	stop 	;
								else
										next_state 	<= 	data 	;
										DESER_EN 	<= 	1'b1	;
							end
					end
  parity 		: 	begin
						PAR_CHK_EN <= 1'b1 			;	
						next_state <= stop	 		;				
					end
  stop   		: 	begin
						STP_CHK_EN <= 1'b1 			;
						next_state <= error_check 		;
					end	
  error_check   : 	begin
						next_state <= IDLE 			;
						if ( (PAR_ERR == 0) && (STP_ERR == 0) )
							DATA_VALID <= 1'b1		;
						else
							DATA_VALID <= 1'b0		;
					end	
  default: begin
				next_state = IDLE ;
				CNT_EN 		<= 1'b0 	;
				PAR_CHK_EN 	<= 1'b0 	;
				STRT_CHK_EN 	<= 1'b0 	;
				STP_CHK_EN 	<= 1'b0 	;
				DESER_EN 	<= 1'b0 	;
				DAT_SAMP_EN 	<= 1'b0 	;
				DATA_VALID 	<= 1'b0 	;
           end	
  endcase                 	   
 end 	
endmodule
```
==> flow_summary.json <==
{
  "arrival_ns": 1.30,
  "grt_pass1_wl_mm": 1.11,
  "cp_num_buf_inv": 0,
  "grt_overflow": 0,
  "total_power_uw": 601,
  "synthToLayoutAreaGrowth_pct": 47.5,
  "hp-class": "primary input to async pin",
  "warnings": 28,
  "edf_count": 0,
  "initialDrtViolationCount": 33,
  "required_ns": 2.01,
  "drv_cap": 0,
  "grt_usage": 0.0223,
  "r2r_end": "current_state[0]$_DFF_PN0_",
  "cp_cell_sequence": "and3b_4, a311o_1",
  "timing.slew.headroom": 0.734,
  "dr.pass1.iters": 2,
  "finalCritPeriodShare": 0.625,
  "crit_fanout": 12,
  "ys_cells": 36,
  "rrSetupSlack_ns": 0.71,
  "wl_um": 697,
  "unclocked_pins": 5,
  "netlist_area_um2": 332,
  "path_class": "register to register",
  "ant_nets": 0,
  "ys_warn_count": 1,
  "yosysUniqueCellTypes": 19,
  "post_cts_resized": 0,
  "peakVddDrop_v": 0.000266,
  "power.leakage_uw": 0.000188,
  "layoutNonFillerInstCount": 92,
  "cts-buffers-inserted": 3,
  "avgSynthCellArea_um2": 9.21,
  "setup_violations": 0,
  "cts_hold_buf": 0,
  "core-area_um2": 3420,
  "setup-tns-final_ns": 0,
  "initial_core_util": 0.0971,
  "synth_chip_area_um2": 332,
  "grt_pass1_vias": 264,
  "portBuffers": 12,
  "cts.path.max_buffers": 2,
  "antenna_found_initial": 0,
  "antenna_cells": 0,
  "pin_count": 16,
  "vias": 269,
  "place_hpwl_um": 575,
  "fin_skew_ns": 0.000275,
  "reg2reg_depth": 2,
  "clock_latency_ns": 0.23,
  "slowest_stage": "dfrtp_1",
  "root_buffer": "clkbuf_4",
  "rsz0062_at_grt": "false",
  "timing.critical_path.slowest_cell_delay_ns": 0.50,
  "area_leaders": "dfrtp_1, dlxtn_1, a2bb2oi_1",
  "place_congestion": 0.665,
  "r2r-start": "current_state[0]$_DFF_PN0_",
  "die_w_um": 80,
  "endpoint_kind": "register",
  "powerDensity_nw_per_um2": 1230,
  "die-height_um": 80,
  "layout_top_cell": "clkdlybuf4s50_1",
  "timing.hold.ws_ns": 0.330,
  "drive_above_1_share": 0.0870,
  "synth_top_area_share": 0.226,
  "fin_crit_ns": 1.19,
  "clk_pin_slew_ns": 0.04,
  "worst_pin_slew_ns": 0.395,
  "h-tree-depth": 1,
  "syn_inst": 36,
  "placed_cells": 88,
  "viasPerCell": 2.92,
  "ys.flop_type": "dlxtn_1",
  "rows": 21,
  "wire_per_inst_um": 7.58,
  "start_kind": "register",
  "die_area_um2": 6400,
  "drc": 0,
  "cts_tree": "done",
  "hold_violations": 0,
  "async_reset_ff_frac": 0.375,
  "postCtsSetupBuffers": 0,
  "path_delay_family": "flip-flops",
  "slew_viol_final": 0,
  "fmax_mhz": 842,
  "top_area_cell": "dfrtp_1",
  "status": "completed",
  "startpoint": "current_state[0]$_DFF_PN0_",
  "grt_max_degree": 14,
  "fill_cells": 401,
  "ys_seq_elements": 8,
  "layout_top_cells": "clkdlybuf4s50_1, dlxtn_1, nor2_1",
  "untimed_endpoints": 12
}
cells in the mapped netlist (all sizes together), types with 2 or more instances:
cell type,instances
a21o,2
a2bb2oi,2
buf,5
dfrtp,3
dlxtn,5
nand2,2
nor2,4
nor2b,2
o21ai,3
power by group:
part | total [uW] | internal [uW] | switching, uW
Combinational | 231 | 165 | 65.3
Clock | 110 | 78.6 | 31.7
Sequential | 260 | 170 | 90.3
through the flow:
step	cell area, um^2	util	setup WS, ns
floorplan	332	-	0.798
global placement	463	0.136	0.485
detailed placement	463	0.136	0.470
CTS	489	0.143	0.711
global route	489	0.143	0.656
finish	489	0.143	0.712
worst max path at each step:
stage / cells past startpoint / slack (ns) / endpoint
4_1_cts: 2 / 0.71 / current_state[0]$_DFF_PN0_
5_1_grt: 2 / 0.66 / current_state[0]$_DFF_PN0_
6_report: 2 / 0.71 / current_state[0]$_DFF_PN0_
routing by layer:
| layer | routed length [um] | share of wire | global-route usage |
|---|---|---|---|
| met1 | 218 | 0.31 | 0.0188 |
| met2 | 372 | 0.53 | 0.0401 |
| met3 | 106 | 0.15 | 0.0159 |
| met4 | 0 | 0 | 0.00704 |
| met5 | 0 | 0 | 0 |
cell families after synthesis:
family          after synthesis  share of synthesized area
simple gates                 13                      0.223
latches                       5                      0.226
buf+inv                       7                      0.151
flops                         3                      0.226
compound gates                8                      0.174
state kept, by name (all words and copies together) (netlist names):
register and cells:
STP_CHK_EN 1, PAR_CHK_EN 1, DESER_EN 1, DATA_VALID 1
current_state 3, DAT_SAMP_EN 1
cell type report:
class,instances,area (um^2),share of cell area
Clock buffer,4,26.3,0.0537
Inverter,1,3.75,0.00767
Multi-Input combinational cell,21,131,0.269
Sequential cell,8,150,0.307
Tap cell,46,57.6,0.118
Timing Repair Buffer,12,120,0.246
No activity file was given, so power comes from the tool's default toggle rates.
